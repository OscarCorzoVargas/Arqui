===== design.v =====
module SC_RegSHIFTER #(parameter RegSHIFTER_DATAWIDTH=8)(
	SC_RegSHIFTER_data_OutBUS,
	SC_RegSHIFTER_CLOCK_50,
	SC_RegSHIFTER_RESET_InHigh,
	SC_RegSHIFTER_clear_InLow, 
	SC_RegSHIFTER_load_InLow, 
	SC_RegSHIFTER_shiftselection_InLow,
	SC_RegSHIFTER_data_InBUS
);
output		[RegSHIFTER_DATAWIDTH-1:0]	SC_RegSHIFTER_data_OutBUS;
input		SC_RegSHIFTER_CLOCK_50;
input		SC_RegSHIFTER_RESET_InHigh;
input		SC_RegSHIFTER_clear_InLow;
input		SC_RegSHIFTER_load_InLow;	
input		[1:0] SC_RegSHIFTER_shiftselection_InLow;
input		[RegSHIFTER_DATAWIDTH-1:0]	SC_RegSHIFTER_data_InBUS;
reg [RegSHIFTER_DATAWIDTH-1:0] RegSHIFTER_Register;
reg [RegSHIFTER_DATAWIDTH-1:0] RegSHIFTER_Signal;
always @(*)
begin
	if (SC_RegSHIFTER_clear_InLow == 1'b0)
		RegSHIFTER_Signal = 0;
	else if (SC_RegSHIFTER_load_InLow == 1'b0)
		RegSHIFTER_Signal = SC_RegSHIFTER_data_InBUS;
	else if (SC_RegSHIFTER_shiftselection_InLow == 2'b01)
		RegSHIFTER_Signal = RegSHIFTER_Register << 1'b1;   
	else if (SC_RegSHIFTER_shiftselection_InLow== 2'b10)
		RegSHIFTER_Signal = RegSHIFTER_Register >> 1'b1;   
	else
		RegSHIFTER_Signal = RegSHIFTER_Register;
	end	
always @(posedge SC_RegSHIFTER_CLOCK_50, posedge SC_RegSHIFTER_RESET_InHigh)
begin
	if (SC_RegSHIFTER_RESET_InHigh == 1'b1)
		RegSHIFTER_Register <= 0;
	else
		RegSHIFTER_Register <= RegSHIFTER_Signal;
end
assign SC_RegSHIFTER_data_OutBUS = RegSHIFTER_Register;
endmodule

===== run.sh =====
#!/bin/bash
# OpenROAD 26Q1-2900-gdf79404cd8, Yosys 0.63+post, stock flow scripts
make -C /OpenROAD-flow-scripts/flow DESIGN_CONFIG=/design/flow/config.mk WORK_HOME=/design/flow/orfs finish

===== config.mk =====
export PLATFORM = sky130hd
export DESIGN_NAME = SC_RegSHIFTER
export DESIGN_NICKNAME = SC_RegSHIFTER
export VERILOG_FILES = /design/flow/design.v
export SDC_FILE = /design/flow/constraint.sdc
export NUM_CORES = 4
export LEC_CHECK = 1
export CORE_AREA = 10 10 71 71
export DIE_AREA = 0 0 81 81

===== constraint.sdc =====
current_design SC_RegSHIFTER

set clk_period 1.5
set clk_io_pct 0.2

create_clock -name clk0 -period $clk_period [get_ports {SC_RegSHIFTER_CLOCK_50}]

set non_clock_inputs [all_inputs -no_clocks]
set_input_delay [expr $clk_period * $clk_io_pct] -clock clk0 $non_clock_inputs
set_output_delay [expr $clk_period * $clk_io_pct] -clock clk0 [all_outputs]

==> results.yml <==
# flow metrics
status:
  status: "complete, no violations"
timing:
  fin_tns_setup_ps: 0
  setup_violations: 0
  relSlewSlack_pct: 79.4
  max_freq_mhz: 690
  rsz0062_at_grt: "false"
  fin_worst_skew_ps: 7.95
  fin_crit_ps: 1450
  slew_viol_final: 0
  tightestPinTransition_ps: 308
  hold_violations: 0
  fin_crit_sh_pct: 96.6
finish:
  fill_cells: 397
  largest_register_ffs: 8
  areaGrowthSynthToFinish_pct: 66.4
  final-comb-area_sq_um: 273
  seqCellArea_sq_um: 200
  final_core_util_pct: 23.6
  top_register: "RegSHIFTER_Register"
  reg_top3: "RegSHIFTER_Register (8)"
  drive_above_1_share_pct: 15.8
clock_network:
  root_buffer: "clkbuf_8"
  clk_latency_ps: 230
  numCtsBuffers: 3
  cts_tree: "built"
  clockBufferDepth: 2
  clk_pin_slew_worst_paths_ps: 50
  hold_buffers: 0
  cts.sink_count: 8
  h-tree-depth: 1
flow_run:
  drv_cap: 0
  warnings: 26
yosys:
  avgSynthCellArea_sq_um: 10.3
  synthTopCellsByCount: "dfrtp_1, inv_1, mux2i_1, nand4_1, o221ai_1"
  synth-edff-count: 0
  top_cells_by_area: "dfrtp_1, mux2i_1, o221ai_1"
  synth_flops: 8
  ys_seq_share_pct: 38.9
  ys_area_sq_um: 514
  top_area_share_pct: 38.9
  flop_cell: "dfrtp_1"
  largest_area_cell: "dfrtp_1"
  async_flop_share_pct: 100
  syn_area_sq_um: 514
  synth.distinct_cells: 17
  yosysWarnings: 1
  top_cell: "dfrtp_1"
  synthCells: 50
  yosys-stat-cells: 50
drt:
  drt_wl_total_mm: 1.64
  diodes: 0
  num_vias: 507
  drt_first_pass_iters: 4
  drc: 0
  route.detailed.wl_per_inst_um: 13.3
  via_per_inst: 4.09
  ant_nets: 0
  initialDrtViolationCount: 28
die:
  fp.coreArea_sq_um: 3630
  io_pins: 22
  die_h_um: 81
  rows: 22
  die_w_um: 81
  floorplanUtilization_pct: 14.2
  dieArea_sq_um: 6560
global_routing:
  grt_overflow_total: 0
  grt_antenna_before_repair: 0
  grt_start_max_net_pins: 11
  grt.total_usage_pct: 5.17
  grt_pass1_vias: 555
  grt_pass1_wl_mm: 2.67
critical_path:
  crit_type: "in2reg"
  crit_arrival_ps: 1610
  slowest_stage: "clkdlybuf4s50_1"
  slowest_delay_ps: 550
  cp-end-kind: "register"
  cp-start-kind: "primary input"
  crit_chain: "clkdlybuf4s50_1, ha_4, or3b_1, a31oi_2"
  cp.required_ps: 1660
  crit_fanout: 4
power_and_ir_drop:
  p_per_area_nw_per_um2: 772
  p_leak_nw: 0.352
  ir_worst_vdd_v: 0.000178
place:
  gp_congestion: 0.797
  port_buffers: 21
  dp.final_hpwl_mm: 1.33
min_path:
  hold_class: "in2async"
[report_power, final]
part           switching [W]  total (W)  internal (W)
Combinational      0.0000565   0.000152     0.0000956
Clock              0.0000875   0.000262      0.000174
Sequential         0.0000160   0.000247      0.000231
Total               0.000160   0.000661      0.000501
[what timing repair did]
| item | in CTS | in global routing |
|---|---|---|
| buffers inserted | 0 | 0 |
| gates resized | 1 | 0 |
| setup endpoints to repair | 1 | 0 |
[metrics by stage]
stage / hold WS (ps) / area, sq um / std cells / total power, W / worst slack (ps)
4_1_cts: 342 / 856 / 124 / 0.000666 / 53.2
2_1_floorplan: 116 / 514 / 50 / 0.000308 / 309
6_report: 316 / 856 / 124 / 0.000661 / 51.0
3_5_place_dp: 574 / 802 / 121 / 0.000400 / -236
3_3_place_gp: 569 / 802 / 121 / 0.000397 / -222
5_1_grt: 353 / 856 / 124 / 0.000698 / 5.54
[final timing paths]
kind | end | cells past startpoint | slack (ps) | start
setup / recovery | RegSHIFTER_Register[0] | 4 | 50 | SC_RegSHIFTER_shiftselection_InLow[0]
hold / removal | RegSHIFTER_Register[0] | 2 | 320 | SC_RegSHIFTER_RESET_InHigh
setup reg to reg | RegSHIFTER_Register[0] | 2 | 500 | RegSHIFTER_Register[1]
hold reg to reg | RegSHIFTER_Register[7] | 2 | 580 | RegSHIFTER_Register[7]
max in group asynchronous | RegSHIFTER_Register[7] | 2 | 940 | SC_RegSHIFTER_RESET_InHigh
min in group clk0 | RegSHIFTER_Register[7] | 2 | 580 | RegSHIFTER_Register[7]
[layer usage]
layer / up-vias / GRT usage [%] / routed length (um)
li1: 243 / - / -
met1: 239 / 5.83 / 684
met2: 23 / 8.20 / 758
met3: 2 / 3.45 / 194
met4: 0 / 0.692 / 7
met5: - / 0 / 0
[worst max-delay path, delay by kind of cell]
kind / cells / cell delay, ps
AND-OR/OR-AND: 1 / 160
adder cells (fa/ha/maj): 1 / 240
buffers and inverters: 1 / 550
AND/OR/NAND/NOR: 1 / 360
[cells by family (layout without fill, tap and decap cells)]
kind of cell | after synthesis | after routing | share of synthesized area, %
flops | 8 | 8 | 38.9
compound gates | 10 | 10 | 15.6
buf+inv | 11 | 37 | 10.5
fa+ha+maj | 2 | 2 | 4.87
mux | 6 | 6 | 11.7
simple gates | 13 | 13 | 18.5
[final cells by class]
class	instances	share of cell area (%)
Multi-Input combinational cell	31	31.9
Timing Repair Buffer	27	29.8
Sequential cell	8	23.4
Tap cell	48	7.02
Clock buffer	3	4.82
Inverter	7	3.07
[placed cells by master (no fill, tap or decap)]
master | synthesis | layout
o21ai_0 | 2 | 2
ha_1 | 2 | 1
a31oi_2 | 1 | 1
nand3b_4 | 1 | 1
nand3b_1 | 2 | 2
clkdlybuf4s50_1 | 0 | 21
buf_4 | 3 | 6
nand2b_1 | 1 | 1
or3b_1 | 1 | 1
ha_4 | 0 | 1
inv_1 | 7 | 7
nand4_1 | 6 | 6
mux2i_1 | 6 | 6
o221ai_1 | 5 | 5
o211ai_1 | 1 | 1
nand2_1 | 2 | 2
a31oi_1 | 1 | 1
clkbuf_8 | 0 | 3
dfrtp_1 | 8 | 8
Power is estimated from default activity; no workload was simulated.
